--- run.sh ---
#!/bin/bash
# OpenROAD 26Q1-2900-gdf79404cd8, Yosys 0.63+post, stock flow scripts
make -C /OpenROAD-flow-scripts/flow DESIGN_CONFIG=/design/flow/config.mk WORK_HOME=/design/flow/orfs finish
--- config.mk ---
export PLATFORM = sky130hd
export DESIGN_NAME = ram512
export DESIGN_NICKNAME = ram512
export VERILOG_FILES = /design/flow/design.v
export SDC_FILE = /design/flow/constraint.sdc
export NUM_CORES = 4
export LEC_CHECK = 1
export CORE_UTILIZATION = 30
export SYNTH_MEMORY_MAX_BITS = 65536
--- constraint.sdc ---
current_design ram512

set clk_period 38.1
set clk_io_pct 0.2

create_clock -name clk0 -period $clk_period [get_ports {clk}]

set non_clock_inputs [all_inputs -no_clocks]
set_input_delay [expr $clk_period * $clk_io_pct] -clock clk0 $non_clock_inputs
set_output_delay [expr $clk_period * $clk_io_pct] -clock clk0 [all_outputs]
--- design.v ---
`timescale 1ns / 1ps
module ram512 (
    input  wire [15:0] in,       
    input  wire [8:0]  address,  
    input  wire        load,     
    input  wire        clk,      
    output reg  [15:0] out       
);
    reg [15:0] memory [0:511];
    integer i;
    initial begin
        for (i = 0; i < 512; i = i + 1) begin
            memory[i] = 16'h0000;
        end
    end
    always @(posedge clk) begin
        if (load) begin
            memory[address] <= in;
        end
    end
    always @(*) begin
        out = memory[address];
    end
endmodule
==> job_summary.md <==
## PnR job results

| Metric | Value |
|---|---|
| Syn_area_per_cell | approximately 21 µm² |
| Post-synth regs | 8192 |
| Critical path cell sequence | buf_16, buf_4, buf_4, buf_4, buf_4, buf_4, buf_12, buf_4, mux2i_1, o22ai_1, nor4_1, buf_4, o211ai_1, o21ai_0, buf_4, nor4bb_4, buf_4, nand4_1, clkdlybuf4s50_1 |
| Fillers | 94800 |
| Port Buffers | 42 |
| Row count | roughly 380 |
| CTS Hold Buffers Added | 0 |
| CTS HTree Levels | 6 |
| YS chip area | ~310000 µm² |
| Max-cap violations | 0 |
| Fmax | approximately 0.04 GHz |
| Fin crit share | between 60 and 70% |
| Cell count after synthesis | roughly 15000 |
| Post-synthesis async set-or-reset flop share | 0% |
| PwrDens | just over 50 nW/µm² |
| Crit end category | primary output |
| Post-route ant nets | 0 |
| Routability congestion estimate | ~0.93 |
| Tot Pwr | 18500 µW |
| Post-DP HPWL | between 500 and 600 mm |
| Post-layout min period | 24.66 ns |
| VDD IR max | between 0.04 and 0.05 mV |
| CORE AREA | 1040000 µm² |
| CP Launch Type | input pin |
| Synth Seq Share | 78.4% |
| DIE AREA | 1050000 µm² |
| DR iter-0 viols | ~12000 |
| Logic area | roughly 64000 µm² |
| Utilization after layout | between 30% and 40% |
| Routed WL per cell | between 30 and 40 µm |
| Setup CP Type | in2out |
| Final Hold Fails | 0 |
| Most frequent cells in the layout | edfxtp_1, mux4_2, mux2i_1 |
| Final TNS setup | 0 ns |
| Number of top-level pins | 43 |
| Crit-path max cell delay | approximately 1 ns |
| Dpl ws | 13.44 ns |
| Commonest non-fill, non-tap cell in the layout | edfxtp_1 |
| Worst Path Arrival | around 17 ns |
| Vias | roughly 160k |
| Sw Pwr | roughly 4000 µW |
| Overall Global Routing Usage | approximately a fifth |
| Resized cells post-CTS | 0 |
| First-pass GRT wire length | 1320 mm |
| Crit path DRT | roughly 30 ns |
| Share of cells above drive strength 1 | 23.7% |
| Sw Share | roughly 22% |
| Cell Type Count | around 70 |
| Gate power share | approximately 4.7% |
| Max transition margin | less than 1% |
| Post-CTS Setup Bufs | 0 |
| Status | finished, final reports clean |
| TritonCTS clock tree | built |
| RSZ-0062 raised after global routing | no |
| Flip-flops with a built-in enable | 8192 |
| Die Width | roughly 1 mm |
| Initial Util | a little under a third |
| Int Power | about 15000 µW |
| Register with the most flip-flops | memory |
| Endpoints failing setup | 0 |
| Final worst slack | 13.44 ns |
| Tightest Pin Transition | between 1 and 1.5 ns |
| Top_reg_cell synth | edfxtp_1 |
| Drt via density | ~5 |
| Largest regs | memory: 8192 flops |
| Ys cells | between 10000 and 15000 |
| OpenROAD warnings | approximately 57 |
| Register area | approximately 250000 µm² |
| Crit path max-delay family | buffers and inverters |
| Area delta synth->final | 15.6% |
| CP Max Fanout | between 70 and 80 |
| Buf/Inv on CP | 12 |
| Worst-path cell with the longest stage delay | nor4_1 |
| Die height | slightly above 1 mm |
| Max reg flops | 8192 |
| Placed cell area | 337000 µm² |
| CTS root buf | clkbuf_16 |
| Worst-path clk slew | roughly 0.070 ns |
| Drt pass-1 iters | 8 |
| Final slew viol count | 0 |
| Final wirelength | 949 mm |
| Worst min-delay path class | in2reg |
| Final instance area | about 360000 µm² |
| Total clock sinks | 8192 |
| Pin count of the biggest net entering global routing | roughly 130 |
| Vias in the first global route | around 170k |
| Clock Power Share | a little over two fifths |
| Initial antenna violation count | 83 |
| YS warnings | 1 |
| Sequential power share | approximately 54% |
| Grt ovf | 0 |
| CP most frequent cell | buf_4 |
| Clock Tree Buf Depth | 4 |
| CTS Buf Count | between 700 and 800 |
| Post-Synthesis Cell Area | approximately 310000 µm² |
| Leak | 0.114 µW |
| Drt drc | 0 |
kinds of logic after synthesis:
group,after synthesis,synth area share [%]
muxes,2764,14.4
DFF,8192,78.4
AOI/OAI and AO/OA,1614,3.56
buffers and inverters,889,1.58
and+or+nand+nor,1362,2.09
through the flow:
| stage | instances | hold slack (ns) |
|---|---|---|
| 4_1_cts | 30600 | 6.81 |
| 2_1_floorplan | 14800 | 7.72 |
| 3_3_place_gp | 29100 | 8.07 |
| 6_report | 30700 | 6.83 |
| 5_1_grt | 30600 | 6.85 |
| 3_5_place_dp | 29100 | 8.08 |
path summary, 6_finish.rpt:
kind / cells after the start / from / slack [ns] / end
min: 1 / in[9] / 6.83 / memory[244][9]
max: 19 / address[1] / 13.44 / out[9]
per-layer routing:
layer,wire length (µm),GRT usage (%),vias to the layer above
met3,204000,18.7,1916
met4,50100,8.16,100
met2,415000,26.7,11400
met5,3670,3.15,-
met1,276000,18.6,79700
li1,-,-,65000
cells in the mapped netlist, types with 4 or more instances:
cell type  count  area (µm²)
a2111oi_0     18         158
a211oi_1      18         135
a21oi_1      196         981
a221oi_1     209        1830
a22o_1        72         631
a22oi_1      358        2690
a311oi_1       4        35.0
a31oi_1      127         795
a32o_1         6        60.1
a32oi_1       26         228
and2_1         4        25.0
and3_1        44         275
and3b_1        4        35.0
and4_1        36         315
and4b_1        4        40.0
buf_1         39         146
buf_2        284        1420
buf_4        159        1190
buf_6         87         980
clkbuf_1     314        1180
edfxtp_1    8192      246000
mux2_2        14         158
mux2i_1     1346       13500
mux4_2      1404       31600
nand2_1      244         916
nand2b_1       8        50.1
nand3_1      109         546
nand3b_1       4        30.0
nand4_1       60         375
nand4b_1       8        70.1
nor2_1       586        2200
nor2b_1       24         150
nor3_1        48         240
nor3b_1        8        60.1
nor4_1        54         338
nor4b_1        4        35.0
nor4bb_1       4        40.0
o2111ai_1      7        61.3
o211ai_1      21         158
o21a_1         8        60.1
o21ai_0      115         576
o22ai_1      398        2490
or3_1          8        50.1
or4_1         88         661
layout make-up:
class | instances | area share, %
diodes | 123 | 0.0848
clock buffers | 977 | 5.72
clock inverters | 498 | 1.30
inverters | 5 | 0.00724
multi-input cells | 5740 | 17.6
flip-flops and latches | 8192 | 67.8
well taps | 13900 | 4.81
repair buffers | 1221 | 2.67
power by group through the flow:
stage	registers [µW]	logic [µW]	clock network, µW
final	9930	865	7730
after global routing	9920	911	8170
after CTS	9930	862	7830
Power is estimated from default activity; no workload was simulated.
